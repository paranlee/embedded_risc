--- run.sh ---
#!/bin/bash
# OpenROAD 26Q1-2900-gdf79404cd8, Yosys 0.63+post, stock flow scripts
make -C /OpenROAD-flow-scripts/flow DESIGN_CONFIG=/design/flow/config.mk WORK_HOME=/design/flow/orfs finish
--- config.mk ---
export PLATFORM = sky130hd
export DESIGN_NAME = timer
export DESIGN_NICKNAME = timer
export VERILOG_FILES = /design/flow/design.v
export SDC_FILE = /design/flow/constraint.sdc
export NUM_CORES = 4
export LEC_CHECK = 1
export CORE_UTILIZATION = 30
--- constraint.sdc ---
current_design timer

set clk_period 6.7
set clk_io_pct 0.2

create_clock -name clk0 -period $clk_period [get_ports {clk0}]

set non_clock_inputs [all_inputs -no_clocks]
set_input_delay [expr $clk_period * $clk_io_pct] -clock clk0 $non_clock_inputs
set_output_delay [expr $clk_period * $clk_io_pct] -clock clk0 [all_outputs]
--- design.v ---
`timescale 1ns / 10ps
module timer( 
                    reset,
                    clk0,
                    timer_host_datain,
                    timer_cmd,
                    timer_addr,
                    timer_host_dataout,
                    timer_irq
                    );
parameter add_size      = 12;
parameter padd_size    = 24;
parameter cmd_size     = 3;
parameter cs_size      = 2;
parameter dqm_size     = 4;
parameter ba_size      = 2;
parameter data_size    = 32;
parameter timing_size  = 12;
parameter DataWidth = 32;
parameter AddrWidth = 24;
parameter OpcodeWidth = 8;
parameter StateSize = 2;
parameter Byte_size = 8;
parameter uart_add  = 3;
parameter burst         =      3;
parameter HiZ       =  32'hz;
parameter cas_size     = 2;
parameter rc_size      = 2;
parameter ref_dur_size = 4;
parameter burst_size   = 4;
parameter byte_size    = 8;
parameter row_size     = 12;
parameter col_size     = 10;
parameter bank_size    = 2;
parameter rowstart     = 10;
parameter colstart     = 0;
parameter bankstart    = 22;
parameter arbiter_bus_size = 3;
parameter irq_size             = 3;
parameter dma_reg_addr  = 3;
parameter dma_reg_depth = 8;
parameter dma_reg_width = 32;
parameter dma_fifo_width = 8;
parameter dma_fifo_depth = 32;
parameter dma_counter_size = 5;
parameter fifo_size = 8;
parameter uart_reg_depth = 8;
parameter uart_reg_width = 32;
parameter uart_cnt_size = 3;
parameter ser_in_cnt = 3;
parameter ser_out_cnt = 3;
parameter cache_reg_depth = 8;
parameter cache_reg_width = 32;
parameter cache_line_size = 53;
parameter cache_valid = 2;
parameter cache_tag = 19;
parameter timer_reg_depth = 4;
parameter timer_reg_width = 32;
parameter timer_addr_size = 2;
parameter timer_size = 32;
parameter flash_size = 8;
parameter flash_reg_width = 32;
parameter flash_reg_depth = 8;
parameter flash_mem_addr_map = 24'h000000;
parameter dma_reg_addr_map    = 24'h080000;
parameter flash_reg_addr_map = 24'h080008;
parameter data_cache_reg_addr_map = 24'h080010;
parameter instruction_cache_reg_addr_map = 24'h080018;
parameter timer_reg_addr_map = 24'h080020;
parameter uart_reg_addr_map = 24'h080024;
parameter sdram_mem_addr_map = 24'h7FFFFF;
input reset;
input clk0;
input [data_size - 1 : 0]timer_host_datain;
input [cmd_size - 1 : 0]timer_cmd;
input [padd_size - 1 : 0]timer_addr;
output [data_size - 1 : 0]timer_host_dataout;
output timer_irq;
wire reset;
wire clk0;
wire [data_size - 1 : 0]timer_host_datain;
wire [cmd_size - 1 : 0]timer_cmd;
wire [padd_size - 1 : 0]timer_addr;
wire [data_size - 1 : 0]timer_host_dataout;
reg timer_irq;
reg [data_size - 1 : 0]timer_reg_dataout;
reg [timer_size - 1 : 0]timer;
wire [timer_reg_width - 1 : 0] timer_register0;
wire [timer_reg_width - 1 : 0] timer_register1;
wire [timer_reg_width - 1 : 0] timer_register2;
wire [timer_reg_width - 1 : 0] timer_register3;
wire timed_out;
wire running;
wire irq_enb;
wire continuous;
wire timer_start;
wire timer_stop;
reg [timer_reg_width - 1 : 0] timer_register [timer_reg_depth - 1 : 0];
assign timer_host_dataout = timer_reg_dataout;
assign timer_register0 = timer_register[0];      
assign timer_register1 = timer_register[1];     
assign timer_register2 = timer_register[2];     
assign timer_register3 = timer_register[3];     
assign timed_out   = timer_register0[0];
assign running     = timer_register0[1];
assign irq_enb     = timer_register1[0];
assign continuous  = timer_register1[1];
assign timer_start = timer_register1[2];
assign timer_stop  = timer_register1[3];
always @(posedge reset or posedge clk0)
begin
    if(reset == 1'b1)
    begin
        timer_reg_dataout  <= 32'h0;
        timer_register[0] <= 32'h0;
        timer_register[1] <= 32'h0;
        timer_register[2] <= 32'h0;
        timer_register[3] <= 32'h0;
    end
    else
    begin
        if(timer_cmd == 3'b010)
        begin
            case(timer_addr)
                24'h080020: timer_register[0] <= timer_host_datain;         
                24'h080021: timer_register[1] <= timer_host_datain;         
                24'h080022: timer_register[2] <= timer_host_datain;         
                24'h080023: timer_register[3] <= timer_host_datain;         
            endcase
        end
        else
        if(timer_cmd == 3'b001)
        begin
            case(timer_addr)
                24'h080020: timer_reg_dataout <= timer_register[0];
                24'h080021: timer_reg_dataout <= timer_register[1];
                24'h080022: timer_reg_dataout <= timer_register[2];
                24'h080023: timer_reg_dataout <= timer_register[3];
            endcase
        end
    if((continuous == 1'b1) && (timer == timer_register2))
        timer_register[0] <= timer_register0 & 32'h1;
    else
        timer_register[0] <= timer_register0 & 32'h0;
    if((timer_start == 1'b1) && (timer_irq == 1'b0))
        timer_register[0] <= timer_register0 & 32'h2;
    else
        timer_register[0] <= timer_register0 & 32'h0;
    timer_register[3] <= timer;
    end
end
always @(posedge reset or posedge clk0)
begin
    if(reset == 1'b1)
    begin
        timer <= 32'h0;
    end
    else
    begin
        if((timer_start == 1'b1) && (timer_stop == 1'b0))
            timer <= timer + 1;
        else
            timer <= timer;
        if(timer_stop == 1'b1)
            timer <= timer;
        if((continuous == 1'b1) && (timer == timer_register2))
            timer <= 32'h0;
        if((irq_enb == 1'b1) && (timer == timer_register2))
            timer_irq <= 1'b1;
        else
            timer_irq <= 1'b0;
    end
end
endmodule
==> results.cfg <==
; implementation run metrics
[outcome]
outcome = completed

[logic_synthesis]
async_flop_share_pct = 99.38
mux_share_pct = 21.50
synth-main-ff-cell = dfrtp_1
adder_share_pct = 0.1641
topCellsByArea = dfrtp_1 53%, mux2_2 11%, mux2_4 9.8%
ys_chip_area_mm2 = 0.007624
postSynthCellCount = 552
most_common_cell = dfrtp_1
synthesis.area_mm2 = 0.007624
synth_cell_types = 41
synth.cellmix.simpleShare_pct = 8.748
synth.largest_area_cell = dfrtp_1
synth-compound-area-share_pct = 8.797
ys_seq_share_pct = 52.91
netlist_top_cells_count = 160 x dfrtp_1, 76 x mux2_2, 50 x mux2_4
ys_ff = 161
ys_sh_xor_pct = 4.825
syn_avg_cell_area_um2 = 13.81
synth.logic.top_family = multiplexers
ys_cells = 552
synth-edff-count = 1
top_cell_area_share_pct = 52.52
yosys_warnings = 3

[critical_path]
cpPeakStageDelay_ps = 560
crit_type = in2reg
end_kind = register
r2r-end = timer[19]$_DFFE_PP0P_
r2r_slack_ps = 4580
critical_path.cell_chain = clkdlybuf4s50_1 -> nor4_2 -> nand4_2 -> nor4_4 -> buf_4 -> mux2_2
worst_setup_path_start_kind = input pin
timing.rr.start = timer_register[1][3]$_DFFE_PP0P_
crit_required_ps = 7000
slowest_stage = buf_4
critPathTopFamily = buffers and inverters
startpoint = timer_addr[20]
reg2regPathDepth = 4
path_buffers = 2
crit_path_end = timer_register[2][26]$_DFFE_PP0P_
path_depth = 6
critical_path_arrival_ps = 3610
critPathMaxFanout = 32

[timing]
drv_slew = 0
tns_ps = 0
slew_headroom_pct = 48.89
setup_slack_ps = 3396
fmax_mhz = 302.6
period_needed_ps = 3304
worst_pin_slew_ps = 766.7
hold_viol_final = 0
rsz0062_at_grt = false
post-route-period-util_pct = 49.32
fin_skew_ps = 5.985
setup_viol = 0

[floorplanning]
num_rows = 57
coreArea_mm2 = 0.02460
die_area_mm2 = 0.02605
die_x_um = 161.4
pin_count = 94
dieHeight_um = 161.4
initCoreUtil_pct = 30.98

[global_route]
grt_pass1_wl_mm = 28.18
grtUsageTotal_pct = 13.84
grt.overflow.total = 0
first_global_vias = 5143
grt_antenna_before_repair = 0
grt_max_degree = 64

[finish]
final_layout_size_suffix_gt1_share_pct = 27.80
fill_cells = 2265
final_cells = 975
synthToLayoutAreaGrowth_pct = 24.49

[placed_design]
hpwlAfterDp_mm = 11.19
dpl.cell_count = 943
io_buffers = 93
pre_cts_ws_ps = 2939
gp_congestion = 0.8341

[clock_network]
numCtsBuffers = 17
postCtsHoldBufs = 0
post-cts-setup-buffers = 0
cts-resized-gates = 0
cts.sink_count = 161
insertion_delay_ps = 420
cts_tree = yes
cts-root-buf = clkbuf_16
clockBufferDepth = 2
clkTransAtPathRegs_ps = 60
cts.htree.levels = 4

[worst_hold_path]
hold_path.class = reg2reg

[detailed_routing]
drt-total-wl_mm = 17.00
drt-initial-drc-count = 285
avgRoutedWirePerCell_um = 17.44
viasPerCell = 5.013
first_pass_iters = 4
drc = 0
antenna_cells = 0
vias = 4888
drtAntennaViolNets = 0

[run]
drv_cap = 0
warnings = 25

[power_and_ir_drop]
total_power_mw = 2.087
vdd_drop_max_mv = 0.1414
power_leakage_nw = 4.155
pwr_density_cell_mw_per_mm2 = 219.9
-- per-layer routing --
| metal | up-vias | track usage (%) | part of all wire [%] |
|---|---|---|---|
| met3 | 16 | 2.803 | 5.1 |
| li1 | 2268 | - | - |
| met1 | 2478 | 21.00 | 46 |
| met2 | 126 | 21.79 | 48 |
| met4 | 0 | 1.329 | 1.0 |
| met5 | - | 0 | 0 |
-- power breakdown --
group / switching, mW / internal, mW / leakage [nW]
clock: 0.385 / 0.648 / 0.306
sequential: 0.0000787 / 0.973 / 2.25
combinational: 0.0420 / 0.0384 / 1.60
total: 0.427 / 1.66 / 4.16
-- sequential cells by signal, summed over array words and instances, names as in the netlist --
register           cells
timer_reg_dataout     32
timer                 32
timer_irq              1
timer_register        96
-- area by class of cell --
class | instances | area, µm² | share of cell area, %
multi-input cells | 349 | 3372 | 35.53
well taps | 324 | 405.4 | 4.272
clock inverters | 11 | 177.7 | 1.872
repair buffers | 105 | 1021 | 10.76
clock buffers | 21 | 460.4 | 4.852
inverters | 4 | 20.02 | 0.2109
flip-flops and latches | 161 | 4034 | 42.50
-- cells by family (layout without fill, tap and decap cells) --
logic type	count (synthesis)	count (layout)
DFF	161	161
muxes	129	129
and+or+nand+nor	92	92
AOI/OAI and AO/OA	85	85
xor gates and xnor gates	42	42
buffers and inverters	42	141
adders and majority gates	1	1
-- layout by cell type, fill, tap and decap left out, drive strengths merged, types with 12 or more instances in the layout --
cell,n
clkdlybuf4s50,93
mux2,128
nand4,22
dfrtp,160
clkbuf,21
a22o,32
a32oi,21
buf,12
or4,15
o31ai,13
xnor2,34
-- stage by stage --
stage	hold WS [ps]	util, %	area [µm²]
2_1_floorplan	348.7	-	7624
3_3_place_gp	443.0	35.98	8852
3_5_place_dp	442.8	35.98	8852
4_1_cts	459.4	38.57	9490
5_1_grt	474.8	38.57	9490
6_report	453.3	38.57	9490
-- worst min path at each step --
stage / start / to / slack (ps) / cells past startpoint
4_1_cts: timer[15]$_DFFE_PP0P_ / timer_register[3][15]$_DFF_PP0_ / 460 / 0
5_1_grt: timer[15]$_DFFE_PP0P_ / timer_register[3][15]$_DFF_PP0_ / 470 / 0
6_report: timer[31]$_DFFE_PP0P_ / timer_register[3][31]$_DFF_PP0_ / 450 / 0
No activity file was given, so power comes from the tool's default toggle rates.
