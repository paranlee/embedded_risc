## /design/flow/design.v

```verilog
`timescale 1ns / 10ps
module uart( 
                reset,
                clk0,
                uart_addr,
                uart_host_addr,
               uart_host_cmd,
                uart_cmd,
                uart_host_datain,
                uart_cs,
                uart_rd,
                uart_wr,
                ser_rxd,
                uart_datain,
                ser_txd,
                uart_host_dataout,
                uart_dataout
                );
parameter add_size      = 12;
parameter padd_size    = 24;
parameter cmd_size     = 3;
parameter cs_size      = 2;
parameter dqm_size     = 4;
parameter ba_size      = 2;
parameter data_size    = 32;
parameter timing_size  = 12;
parameter DataWidth = 32;
parameter AddrWidth = 24;
parameter OpcodeWidth = 8;
parameter StateSize = 2;
parameter Byte_size = 8;
parameter uart_add  = 3;
parameter burst         =      3;
parameter HiZ       =  32'hz;
parameter cas_size     = 2;
parameter rc_size      = 2;
parameter ref_dur_size = 4;
parameter burst_size   = 4;
parameter byte_size    = 8;
parameter row_size     = 12;
parameter col_size     = 10;
parameter bank_size    = 2;
parameter rowstart     = 10;
parameter colstart     = 0;
parameter bankstart    = 22;
parameter arbiter_bus_size = 3;
parameter irq_size             = 3;
parameter dma_reg_addr  = 3;
parameter dma_reg_depth = 8;
parameter dma_reg_width = 32;
parameter dma_fifo_width = 8;
parameter dma_fifo_depth = 32;
parameter dma_counter_size = 5;
parameter fifo_size = 8;
parameter uart_reg_depth = 8;
parameter uart_reg_width = 32;
parameter uart_cnt_size = 3;
parameter ser_in_cnt = 3;
parameter ser_out_cnt = 3;
parameter cache_reg_depth = 8;
parameter cache_reg_width = 32;
parameter cache_line_size = 53;
parameter cache_valid = 2;
parameter cache_tag = 19;
parameter timer_reg_depth = 4;
parameter timer_reg_width = 32;
parameter timer_addr_size = 2;
parameter timer_size = 32;
parameter flash_size = 8;
parameter flash_reg_width = 32;
parameter flash_reg_depth = 8;
parameter flash_mem_addr_map = 24'h000000;
parameter dma_reg_addr_map    = 24'h080000;
parameter flash_reg_addr_map = 24'h080008;
parameter data_cache_reg_addr_map = 24'h080010;
parameter instruction_cache_reg_addr_map = 24'h080018;
parameter timer_reg_addr_map = 24'h080020;
parameter uart_reg_addr_map = 24'h080024;
parameter sdram_mem_addr_map = 24'h7FFFFF;
input reset;
input clk0;
input [padd_size - 1 : 0]uart_addr;
input [padd_size - 1 : 0]uart_host_addr;
input [cmd_size - 1 : 0]uart_host_cmd;
input [cmd_size - 1 : 0]uart_cmd;
input [data_size - 1 : 0]uart_host_datain;
input uart_cs;
input uart_rd;
input uart_wr;
input ser_rxd;
input [Byte_size - 1 : 0]uart_datain;
output ser_txd;
output [data_size - 1 : 0]uart_host_dataout;
output [Byte_size - 1 : 0]uart_dataout;
wire reset;
wire clk0;
wire [padd_size - 1 : 0]uart_addr;
wire [padd_size - 1 : 0]uart_host_addr;
wire [cmd_size - 1 : 0]uart_host_cmd;
wire [cmd_size - 1 : 0]uart_cmd;
wire [data_size - 1 : 0]uart_host_datain;
wire uart_cs;
wire uart_rd;
wire uart_wr;
wire ser_rxd;
wire [Byte_size - 1 : 0]uart_datain;
reg ser_txd;
reg [data_size - 1 : 0]uart_host_dataout;
wire [Byte_size - 1 : 0]uart_dataout;
reg [Byte_size - 1 : 0]ruart_dataout;
reg [Byte_size - 1 : 0]uart_reg_dataout;
reg [Byte_size -1 : 0]shift_reg_in;
reg [Byte_size -1 : 0]shift_reg_out;
reg [uart_cnt_size - 1 : 0]serin_cnt;
reg [uart_cnt_size - 1 : 0]serout_cnt;
reg byte_in;
reg byte_out;
assign uart_dataout = ruart_dataout;
reg [uart_reg_width - 1 : 0] uart_register [uart_reg_depth - 1 : 0];
always @(posedge reset or posedge clk0)
begin
    if(reset == 1'b1)
    begin
        uart_host_dataout <= 32'h0;
        uart_register[0] <= 32'h0;
        uart_register[1] <= 32'h0;
        uart_register[2] <= 32'h0;
        uart_register[3] <= 32'h0;
        uart_register[4] <= 32'h0;
        uart_register[5] <= 32'h0;
        uart_register[6] <= 32'h0;
        uart_register[7] <= 32'h0;
    end
    else
    begin
        if(uart_host_cmd == 3'b010)
        begin
            case(uart_host_addr)
                24'h080024: uart_register[0] <= uart_host_datain;
                24'h080025: uart_register[1] <= uart_host_datain;
                24'h080026: uart_register[2] <= uart_host_datain;
                24'h080027: uart_register[3] <= uart_host_datain;
                24'h080028: uart_register[4] <= uart_host_datain;
                24'h080029: uart_register[5] <= uart_host_datain;
                24'h08002A: uart_register[6] <= uart_host_datain;
                24'h08002B: uart_register[7] <= uart_host_datain;
            endcase
        end
        else
        if(uart_host_cmd == 3'b001)
        begin
            case(uart_host_addr)
                24'h080024: uart_host_dataout <= uart_register[0];
                24'h080025: uart_host_dataout <= uart_register[1];
                24'h080026: uart_host_dataout <= uart_register[2];
                24'h080027: uart_host_dataout <= uart_register[3];
                24'h080028: uart_host_dataout <= uart_register[4];
                24'h080029: uart_host_dataout <= uart_register[5];
                24'h08002A: uart_host_dataout <= uart_register[6];
                24'h08002B: uart_host_dataout <= uart_register[7];
            endcase
        end
    end
end
always @(posedge reset or posedge clk0)
begin
    if(reset == 1'b1)
    begin
        shift_reg_in  <= 8'h0;
    end
    else
    if((uart_wr == 1'b1) && (uart_rd == 1'b0) && (byte_in == 1'b0))
    begin
        shift_reg_in[7] <= shift_reg_in[6];
        shift_reg_in[6] <= shift_reg_in[5];
        shift_reg_in[5] <= shift_reg_in[4];
        shift_reg_in[4] <= shift_reg_in[3];
        shift_reg_in[3] <= shift_reg_in[2];
        shift_reg_in[2] <= shift_reg_in[1];
        shift_reg_in[1] <= shift_reg_in[0];
        shift_reg_in[0] <= ser_rxd;
    end
    else
        shift_reg_in <= shift_reg_in;
end
always @(posedge reset or posedge clk0)
begin
    if(reset == 1'b1)
        ruart_dataout <= 8'h0;
    else
    if((uart_wr == 1'b1) && (uart_rd == 1'b0) && (byte_in == 1'b1))
    begin
      ruart_dataout[0] <= shift_reg_in[0];        
      ruart_dataout[1] <= shift_reg_in[1];
      ruart_dataout[2] <= shift_reg_in[2];
      ruart_dataout[3] <= shift_reg_in[3];
      ruart_dataout[4] <= shift_reg_in[4];
      ruart_dataout[5] <= shift_reg_in[5];
      ruart_dataout[6] <= shift_reg_in[6];
      ruart_dataout[7] <= shift_reg_in[7];                                                    
    end
end
always @(posedge reset or posedge clk0)
begin
    if(reset == 1'b1)
    begin
        shift_reg_out <= 8'h0;
        ser_txd <= 1'b0;
    end
    else
    if((uart_wr == 1'b0) && (uart_rd == 1'b1) && (byte_out == 1'b0))
    begin
        ser_txd <= shift_reg_out[7];
        shift_reg_out[7] <= shift_reg_out[6];
        shift_reg_out[6] <= shift_reg_out[5];
        shift_reg_out[5] <= shift_reg_out[4];
        shift_reg_out[4] <= shift_reg_out[3];
        shift_reg_out[3] <= shift_reg_out[2];
        shift_reg_out[2] <= shift_reg_out[1];
        shift_reg_out[1] <= shift_reg_out[0];
    end
    else
    if((uart_wr == 1'b0) && (uart_rd == 1'b1) && (byte_out == 1'b1))
        shift_reg_out <= uart_datain;
end
always @(posedge reset or posedge clk0)
begin
    if(reset == 1'b1)
    begin
        serin_cnt <= 3'b000;
        byte_in <= 1'b0;
    end
    else
    if((uart_cs == 1'b1) && (uart_wr == 1'b1) && (uart_rd == 1'b0))
        serin_cnt <= serin_cnt + 1;
    else
    if(serin_cnt == 3'b111)
        byte_in <= 1'b1;
    else
    begin
        byte_in <= 1'b0;
        serin_cnt <= serin_cnt;
    end
end
always @(posedge reset or posedge clk0)
begin
    if(reset == 1'b1)
    begin
        serout_cnt <= 3'b000;
        byte_out <= 1'b0;
    end
    else
    if((uart_cs == 1'b1) && (uart_wr == 1'b0) && (uart_rd == 1'b1))
        serout_cnt <= serout_cnt + 1;
    else
    if(serout_cnt == 3'b111)
        byte_out <= 1'b1;
    else
    begin
        byte_out <= 1'b0;
        serout_cnt <= serout_cnt;
    end
end
endmodule
```

## /design/flow/run.sh

```bash
#!/bin/bash
# OpenROAD 26Q1-2900-gdf79404cd8, Yosys 0.63+post, stock flow scripts
make -C /OpenROAD-flow-scripts/flow DESIGN_CONFIG=/design/flow/config.mk WORK_HOME=/design/flow/orfs finish
```

## /design/flow/config.mk

```make
export PLATFORM = sky130hd
export DESIGN_NAME = uart
export DESIGN_NICKNAME = uart
export VERILOG_FILES = /design/flow/design.v
export SDC_FILE = /design/flow/constraint.sdc
export NUM_CORES = 4
export LEC_CHECK = 1
export CORE_UTILIZATION = 30
```

## /design/flow/constraint.sdc

```tcl
current_design uart

set clk_period 2.0
set clk_io_pct 0.2

create_clock -name clk0 -period $clk_period [get_ports {clk0}]

set non_clock_inputs [all_inputs -no_clocks]
set_input_delay [expr $clk_period * $clk_io_pct] -clock clk0 $non_clock_inputs
set_output_delay [expr $clk_period * $clk_io_pct] -clock clk0 [all_outputs]
```

==> flow_summary.yaml <==
# flow metrics
synthesis:
  enable_flop_cells: 0
  ys_top_cells_by_area: "sky130_fd_sc_hd__dfrtp_1 (54%), sky130_fd_sc_hd__mux2_2 (13%), sky130_fd_sc_hd__mux2_4 (12%)"
  count_of_mapped_cells_out_of_synthesis: 1069
  synthDominantAreaCellType: "sky130_fd_sc_hd__dfrtp_1"
  yosysUniqueCellTypes: 66
  yosysChipArea_um2: 15000
  numSynthFlops: 321
  mappedNetlistArea_um2: 15000
  synth-seq-area-share_pct: 53.7
  yosysWarningCount: 3
  post_synth.cell_area_avg_um2: 14.0
  yosys_cells: 1069
  synth-async-reset-ratio_pct: 100
  netlist.area_leader.share_pct: 53.7
  dominantRegCellSynth: "sky130_fd_sc_hd__dfrtp_1"
clock_network:
  cts_sinks: 321
  clock_tree.buffer_depth: 3
  cts.reportedPaths.clkPinSlew_ps: 60
  htree_num_levels: 2
  clock_tree.root_cell: "sky130_fd_sc_hd__clkbuf_16"
  cts_hold_buf: 0
  tritoncts: "done"
  clk-insertion-delay-late_ps: 550
  cts_buffer_count: 35
placement:
  numPortBuffers: 113
  finalWeightedCongestion: 0.882
  placed_cell_area_um2: 17900
  dpl.hpwl_mm: 26.8
  dp.cells: 1902
detailed_routing:
  dr_total_vias: 10100
  finalWirelength_mm: 42.4
  postRouteAntennaNets: 0
  dr.pass1.iters: 5
  drc_errors: 0
  post_drt_via_cell_ratio: 5.10
  wire_per_inst_um: 21.3
  number_of_antenna_repair_diodes: 0
  drtIter0Drc: 608
floorplan:
  die_height_um: 225
  design.core.area_um2: 49100
  chip_area_um2: 50700
  fp.dieW_um: 225
  floorplan.core_util_pct: 30.5
  ioPinCount: 141
  row_count: 81
final_timing:
  timing_worst_slew_pin_value_ps: 569
  final-max-slew-violation-count: 0
  maxSlewHeadroom_pct: 61.9
  finalHoldWorstSlack_ps: 415
  setup_violations: 0
  totalNegativeSetupSlack_ps: 0
  fmax_mhz: 506
  timing.final.hold_violations: 0
  rsz0062_at_grt: "yes"
  timing.final.crit_period_ps: 1980
  finClkSkew_ps: 30.1
  finalCritPeriodShare_pct: 98.8
pwr:
  power.combinational.fraction_pct: 8.9
  ir_worst_vdd_mv: 0.544
  p_leak_nw: 9.47
  power.share.switching_pct: 23.2
  total_power_density_per_cell_area_nw_per_um2: 774
  cellInternalPower_mw: 11.7
  clkPwrFrac_pct: 45.2
  power_switching_mw: 3.53
  power_frac_seq_pct: 45.9
min_path:
  hold_path_class: "in -> async"
critical_path:
  critPathMaxStageDelay_ps: 340
  critical_path_class: "in -> reg"
  regToRegStartpoint: "uart_register[1][30]"
  required_time_of_the_worst_setup_path_ps: 2430
  critical_path_arrival_ps: 2410
  reg2reg_setup_slack_ps: 470
  cp_cell_sequence: "dlygate4sd2_1 > buf_4 > nor4b_4 > buf_4 > buf_4 > nand3_2 > nor3_4 > buf_6 > bufbuf_16 > mux2_2"
  capturing_element_type_of_the_critical_path: "flop"
  worstRegToRegCells: 5
  critical_path_s_slowest_cell: "sky130_fd_sc_hd__mux2_2"
  worstSetupStartpoint: "uart_host_addr[6]"
  worst_path_most_repeated_cell: "sky130_fd_sc_hd__buf_4"
  setup.worst_path.start_class: "input port"
  crit-reg2reg-capture: "uart_host_dataout[30]"
  path_max_fanout: 11
  crit_end: "uart_register[7][17]"
final_layout:
  lay_top_count: "sky130_fd_sc_hd__dfrtp_1"
  area.sequential_um2: 8030
  syn2layout_area_growth_pct: 31.4
  top_layout_cells: "sky130_fd_sc_hd__dfrtp_1 (321), sky130_fd_sc_hd__mux2_2 (167), sky130_fd_sc_hd__mux2_4 (120)"
  finish.utilization_pct: 40.1
  post_route_cells_drive_above_1_share_pct: 41.8
  num-fill-cells: 4488
  logic_area_um2: 6630
  finish.cell_count_without_fillers: 1990
  design_area_um2: 19700
global_route:
  global_routing_usage_summed_across_all_routing_layers_pct: 17.6
  antenna_found_initial: 2
  total_global_routing_overflow: 0
  grt_first_pass_wirelength_mm: 65.3
  largest_net_degree_at_the_start_of_global_routing: 62
  vias_in_the_first_global_route: 10700
flow_run:
  tool_warnings: 55
  maximum_capacitance_violations: 0
outcome:
  outcome: "complete, no violations"
[worst max-delay path, delay by kind of cell]
kind / cells / cell delay, ps
AND/OR/NAND/NOR: 3 / 550
buffers and inverters: 6 / 1110
multiplexers: 1 / 340
[state kept, by name, summed over array words and instances (netlist names)]
| name | flops |
|---|---|
| byte_in | 1 |
| byte_out | 1 |
| ruart_dataout | 8 |
| ser_txd | 1 |
| serin_cnt | 3 |
| serout_cnt | 3 |
| shift_reg_in | 8 |
| shift_reg_out | 8 |
| uart_host_dataout | 32 |
| uart_register | 256 |
[Yosys cell counts (all sizes together) (4+ instances only)]
| cell | number |
|---|---|
| a211oi | 17 |
| a221o | 7 |
| a221oi | 30 |
| a22o | 8 |
| a22oi | 34 |
| a2bb2oi | 6 |
| a31oi | 15 |
| a32oi | 10 |
| and3 | 4 |
| and4 | 4 |
| buf | 46 |
| clkbuf | 30 |
| dfrtp | 321 |
| ha | 4 |
| mux2 | 294 |
| mux2i | 20 |
| nand2 | 38 |
| nand2b | 4 |
| nand3 | 7 |
| nand4 | 8 |
| nor2 | 26 |
| nor2b | 7 |
| nor3 | 17 |
| nor3b | 4 |
| nor4 | 9 |
| o21ai | 55 |
| o22ai | 11 |
[how the worst min path moves through the flow]
| stage | from | to | slack, ps | depth (start not counted) |
|---|---|---|---|---|
| 4_1_cts | reset | uart_host_dataout[25] | 430 | 3 |
| 5_1_grt | reset | uart_host_dataout[25] | 460 | 3 |
| 6_report | reset | uart_host_dataout[25] | 420 | 3 |
[kinds of logic after synthesis]
kind of cell	Yosys count	share of synthesized area (%)
multiplexers	315	26.6
buffers and inverters	79	3.04
adder cells (fa/ha/maj)	4	0.335
AND-OR/OR-AND	209	10.0
flip-flops	321	53.7
XOR/XNOR	2	0.117
AND/OR/NAND/NOR	139	6.14
[repair_timing]
action                                  in CTS  in global routing
gates resized                               30                 19
cloned                                       6                  0
endpoints found under the hold margin        0                  0
endpoints found under the setup margin      65                224
pin swaps                                    6                  6
buffers inserted                            17                  3
[power by group through the flow]
stage                 Clock [mW]  Sequential [mW]  Combinational, mW
after CTS                   7.05             6.98               1.37
after global routing        7.29             7.02               1.49
final                       6.88             6.98               1.35
[per-stage QoR]
step	total power [mW]	setup WS, ps
2_1_floorplan	7.69	-2680
3_3_place_gp	8.40	-730
3_5_place_dp	8.44	-782
4_1_cts	15.4	-12.8
5_1_grt	15.8	-58.0
6_report	15.2	24.6
[layer usage]
metal | global-route usage (%) | vias to the layer above | wire, um | part of all wire (%)
li1 | - | 4517 | - | -
met1 | 26.5 | 5269 | 19300 | 46
met2 | 25.8 | 286 | 18800 | 44
met3 | 5.35 | 68 | 3260 | 7.7
met4 | 3.34 | 4 | 971 | 2.3
met5 | 0 | - | 23 | 0.054
[cell type report]
| class | count | area share [%] |
|---|---|---|
| Inverter | 3 | 0.0764 |
| Sequential cell | 321 | 40.9 |
| Clock inverter | 10 | 0.745 |
| Tap cell | 664 | 4.23 |
| Clock buffer | 52 | 5.55 |
| Multi-Input combinational cell | 669 | 33.7 |
| Timing Repair Buffer | 271 | 14.8 |
Power and IR drop assume default switching activity.
